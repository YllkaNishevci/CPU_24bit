==> flow/design.v <==
`timescale 1ns / 1ps
module RegisterFile(
input wire [3:0] Rs,
input wire [3:0] Rt,
input wire [3:0] Rd,
input wire [23:0] WriteD,
output wire [23:0] ReadR1,
output wire [23:0] ReadR2,
input wire RegWrite,
input wire clock
    );
    reg [23:0] registers[15:0] ;
    always @(posedge clock)
    begin
    if(RegWrite) registers[Rd]<=WriteD;
    end
    assign ReadR1=registers[Rs];
    assign ReadR2=registers[Rt];
endmodule
==> flow/run.sh <==
#!/bin/bash
# OpenROAD 26Q1-2900-gdf79404cd8, Yosys 0.63+post, stock flow scripts
make -C /OpenROAD-flow-scripts/flow DESIGN_CONFIG=/design/flow/config.mk WORK_HOME=/design/flow/orfs finish
==> flow/config.mk <==
export PLATFORM = sky130hd
export DESIGN_NAME = RegisterFile
export DESIGN_NICKNAME = RegisterFile
export VERILOG_FILES = /design/flow/design.v
export SDC_FILE = /design/flow/constraint.sdc
export NUM_CORES = 4
export LEC_CHECK = 1
export CORE_UTILIZATION = 50
==> flow/constraint.sdc <==
current_design RegisterFile

set clk_period 6.4
set clk_io_pct 0.2

create_clock -name clk0 -period $clk_period [get_ports {clock}]

set non_clock_inputs [all_inputs -no_clocks]
set_input_delay [expr $clk_period * $clk_io_pct] -clock clk0 $non_clock_inputs
set_output_delay [expr $clk_period * $clk_io_pct] -clock clk0 [all_outputs]
==> changes_impl.md <==
### Implementation results

* Status: completed
* #FFs+latches synth at 384
* TritonCTS buffer count at 42
* Reg with most FFs: registers
* Max FFs per register at 384
* Die ar. at 35270 µm²
* # diodes at 0
* Post-synth cell types at 15
* Input/output buffers at 85
* Non-filler cells, final at 1390
* YS chip area at 17260 µm²
* Unrepaired setup endpoints after global routing: no
* Overflow after GRT at 0
* Via count at 9223
* Synthesized area at 17260 µm²
* Post-route antenna net violation count at 0
* PD cells at 277.3 nW/µm²
* Pre-CTS WS at 1.583 ns
* Height of the die at 187.8 µm
* Synth Warn # at 1
* Total Power at 5.548 mW
* Final Hold Fails at 0
* Worst Path Arrival at 3.49 ns
* Largest net degree at the start of global routing at 66
* Vias/cell at 6.635
* Worst Setup Start Kind: input pin
* Fmax at 209.6 MHz
* Total of max-cap violations at 0
* Max clock buf depth at 3
* Row cnt at 67
* Tot GR Track Use at 28.61%
* DRT Wirelength at 42410 µm
* # resized after CTS at 0
* TritonRoute pass-1 iters at 5
* Die W at 187.8 µm
* Slew headroom at 62.06%
* Top Registers: registers: 384 flops
* HP Class: input pin to register
* First-pass GRT wire length at 64110 µm
* Min Tclk post-route at 4.771 ns
* Slew Viols, Final at 0
* CTS Sinks at 384
* Biggest area cells: edfxtp_1, mux4_2, a22oi_1
* Clk root buf: clkbuf_16
* CTS tree: done
* Final setup viols at 0
* Dominant cell type by area after synthesis: edfxtp_1
* Post-CTS Hold Buffers at 0
* Vias in the first global route at 10.69k
* Peak supply drop at 0.1867 mV
* Setup Buffers After CTS at 0
* Initial antenna violation count at 0
* Worst-margin pin slew at 0.5691 ns
* Average size of a mapped cell at 21.13 µm²
* Number of DRC markers in iteration 0 at 571
* Worst Setup End Kind: output pin
* Residual DRC at 0
* Slack of the critical path at 1.629 ns
* Setup CP Type: input pin to output pin
* Leak at 6.291 nW
* Cycle use final at 74.55%
* CTS H-tree lvls at 2
* DP Cell Count at 1318
* Final GP Congestion at 0.8061
* CP max FO at 33
* Worst EP required at 5.12 ns
* Ports at 86
* Yosys stat cell total at 817
* Tool warnings at 25
* Final setup TNS at 0 ns
* P&R area growth vs syn at 15.93%
* Pre-Place Util at 51.09%
* Area leader share at 66.81%
* Sequential share of the synthesized area at 66.81%
* Post-DP HPWL at 22040 µm
* Clk slew on worst S/H paths at 0.06 ns
* Layout cells sized above 1 at 32.91%
* CORE AREA at 33780 µm²
* Post-Synthesis Cells at 817
* Hold slack at 1.652 ns
* WL/cell at 30.51 µm
## report_power, final
part	total [mW]	internal, mW	switching (mW)
Sequential	2.84	2.82	0.0199
Clock	2.22	1.30	0.921
Combinational	0.484	0.248	0.236
## routing by layer
layer | vias to the layer above | wire, µm | track usage (%)
met4 | 3 | 977 | 5.222
met2 | 676 | 21760 | 43.62
met5 | - | 85 | 2.198
met1 | 4677 | 12910 | 36.26
met3 | 78 | 6676 | 19.93
li1 | 3789 | - | -
## path summary, 6_finish.rpt
path                    from                 to  slack (ns)  cells after the start
setup / recovery       Rs[0]         ReadR1[22]        1.63                      6
hold / removal    WriteD[12]  registers[12][12]        1.65                      1
## placed cells by master (no fill, tap or decap)
cell,count
nor2_2,2
clkinv_1,9
nand2_1,49
buf_6,2
mux4_2,192
nor2_4,12
edfxtp_1,384
nand3b_1,2
clkbuf_16,43
buf_12,4
or3b_2,1
nor3_2,4
a22oi_1,96
nand2b_1,2
inv_6,1
clkinv_4,1
clkdlybuf4s50_1,81
nand3_1,1
buf_4,32
clkinv_2,10
clkbuf_1,6
and2_1,2
bufinv_16,2
nor2b_2,4
## area by class of cell
class                      instances  area (µm²)
fill                            2306       13770
sequential                       384       11530
multi-input combinational        367        5505
timing repair buffer             119        1154
clock buffer                      49        1099
tap                              448       560.5
clock inverter                    23       161.4
## critical path, cell delays in order
cell and delay, ns:
buf_6 0.40, buf_4 0.40, mux4_2 0.54, a22oi_1 0.24, nand2_1 0.15, clkdlybuf4s50_1 0.43
## metrics by stage
stage / area [µm²] / utilization, %
floorplan: 17260 / -
global placement: 18750 / 55.50
detailed placement: 18750 / 55.50
CTS: 20010 / 59.23
global route: 20010 / 59.23
finish: 20010 / 59.23
## Yosys cell counts (all sizes together)
library cell and instances:
nor2 14, a22oi 96, or3b 1, edfxtp 384, nand2b 2, nor2b 4
and2 2, nor3 4, nand3 1, nand3b 2, buf 31, clkbuf 35
nand2 49, mux4 192
## cells by family after synthesis
| kind of cell | synth area share, % |
|---|---|
| compound gates | 4.175 |
| buf+inv | 2.023 |
| flops | 66.81 |
| mux | 25.05 |
| simple gates | 1.943 |
No activity file was given, so power comes from the tool's default toggle rates.
