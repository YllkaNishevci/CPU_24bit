===== flow/design.v =====
`timescale 1ns / 1ps
module ALU1(
    input A,
    input B,
    input CIN,
    input BINVERT,
    input [1:0] OPERATION,
    output RESULT,
    output COUT
    );
    wire joB,mB,dhe,ose,mbl,X_or;
    assign joB=~B;
Mux2to1 muxb (B,joB,BINVERT,mB);
assign dhe = A & mB;
assign ose = A | mB;
assign X_or = ~dhe | ose;
Mbledhesi1bit adder (A,mB,CIN,mb1,COUT);
Mux4to1 muxalu (.h0(dhe),.h1(ose),.h2(mb1),.h3(X_or),.sel(OPERATION),.dalje(RESULT));
endmodule
`timescale 1ns / 1ps
module ALU24(
    input [23:0] A24,
    input [23:0] B24,
    input [1:0] ALUop,
    input Bnegate,
    output Zero,
    output Overflow,
    output Carryout,
    output [23:0] Result
    );
    wire [23:0] cout;
  ALU1 alu0(A24[0],B24[0],Bnegate,Bnegate,ALUop,Result[0],cout[0]);  
  ALU1 alu1(A24[1],B24[1],cout[0],Bnegate,ALUop,Result[1],cout[1]); 
  ALU1 alu2(A24[2],B24[2],cout[1],Bnegate,ALUop,Result[2],cout[2]); 
  ALU1 alu3(A24[3],B24[3],cout[2],Bnegate,ALUop,Result[3],cout[3]);  
  ALU1 alu4(A24[4],B24[4],cout[3],Bnegate,ALUop,Result[4],cout[4]);  
  ALU1 alu5(A24[5],B24[5],cout[4],Bnegate,ALUop,Result[5],cout[5]);  
  ALU1 alu6(A24[6],B24[6],cout[5],Bnegate,ALUop,Result[6],cout[6]);  
  ALU1 alu7(A24[7],B24[7],cout[6],Bnegate,ALUop,Result[7],cout[7]);  
  ALU1 alu8(A24[8],B24[8],cout[7],Bnegate,ALUop,Result[8],cout[8]);  
  ALU1 alu9(A24[9],B24[9],cout[8],Bnegate,ALUop,Result[9],cout[9]);  
  ALU1 alu10(A24[10],B24[10],cout[9],Bnegate,ALUop,Result[10],cout[10]);  
  ALU1 alu11(A24[11],B24[11],cout[10],Bnegate,ALUop,Result[11],cout[11]);  
  ALU1 alu12(A24[12],B24[12],cout[11],Bnegate,ALUop,Result[12],cout[12]);  
  ALU1 alu13(A24[13],B24[13],cout[12],Bnegate,ALUop,Result[13],cout[13]);  
  ALU1 alu14(A24[14],B24[14],cout[13],Bnegate,ALUop,Result[14],cout[14]);  
  ALU1 alu15(A24[15],B24[15],cout[14],Bnegate,ALUop,Result[15],cout[15]);  
  ALU1 alu16(A24[16],B24[16],cout[15],Bnegate,ALUop,Result[16],cout[16]);  
  ALU1 alu17(A24[17],B24[17],cout[16],Bnegate,ALUop,Result[17],cout[17]);  
  ALU1 alu18(A24[18],B24[18],cout[17],Bnegate,ALUop,Result[18],cout[18]);  
  ALU1 alu19(A24[19],B24[19],cout[18],Bnegate,ALUop,Result[19],cout[19]);  
  ALU1 alu20(A24[20],B24[20],cout[19],Bnegate,ALUop,Result[20],cout[20]);  
  ALU1 alu21(A24[21],B24[21],cout[20],Bnegate,ALUop,Result[21],cout[21]);  
  ALU1 alu22(A24[22],B24[22],cout[21],Bnegate,ALUop,Result[22],cout[22]);  
  ALU1 alu23(A24[23],B24[23],cout[22],Bnegate,ALUop,Result[23],Carryout);  
    assign Zero =~(Result[0]|Result[1]|Result[2]|Result[3]|Result[4]|Result[5]|Result[6]|Result[7]|Result[8]|Result[9]|Result[10]|Result[11]|Result[12]|Result[13]|Result[14]|Result[15]|Result[16]|Result[17]|Result[18]|Result[19]|Result[20]|Result[21]|Result[22]|Result[23]);
    assign Overflow =cout[22]^Carryout;
endmodule
`timescale 1ns / 1ps
module Mbledhesi1bit(
   input A,
    input B,
    input CIN,
    output Shuma,
    output COUT
    );
    assign Shuma = A ^ B ^ CIN;
    assign COUT = CIN & A | CIN & B | A & B;
endmodule
`timescale 1ns / 1ps
module Mux2to1(
    input h0,
    input h1,
    input select,
    output dalja
    );
    assign dalja = select ? h1 : h0;
endmodule
`timescale 1ns / 1ps
module Mux4to1(
    input h0,
    input h1,
    input h2,
    input h3,
    input [1:0] sel,
    output dalje
    );
    assign dalja =sel[1] ? (sel[0] ? h3 : h2 ): (sel[0] ? h1 : h0);
endmodule

===== flow/run.sh =====
#!/bin/bash
# OpenROAD 26Q1-2900-gdf79404cd8, Yosys 0.63+post, stock flow scripts
make -C /OpenROAD-flow-scripts/flow DESIGN_CONFIG=/design/flow/config.mk WORK_HOME=/design/flow/orfs finish

===== flow/config.mk =====
export PLATFORM = sky130hd
export DESIGN_NAME = ALU24
export DESIGN_NICKNAME = ALU24
export VERILOG_FILES = /design/flow/design.v
export SDC_FILE = /design/flow/constraint.sdc
export NUM_CORES = 4
export LEC_CHECK = 1
export CORE_AREA = 10 10 70 70
export DIE_AREA = 0 0 80 80

===== flow/constraint.sdc =====
current_design ALU24

set clk_period 3.4
set clk_io_pct 0.2

create_clock -name clk0 -period $clk_period

set non_clock_inputs [all_inputs -no_clocks]
set_input_delay [expr $clk_period * $clk_io_pct] -clock clk0 $non_clock_inputs
set_output_delay [expr $clk_period * $clk_io_pct] -clock clk0 [all_outputs]

==> results.py <==
# Synthesis and PnR figures
metrics = {
    "synthesis": {
        "top_area_share_pct": 16.63,
        "postSynthCellCount": 156,
        "synth_area_um2": 1129,
        "largest_area_cell": "buf_4",
        "ys_cells": 156,
        "avgSynthCellArea_um2": 7.235,
        "topCellsByArea": "buf_4, inv_1, o221ai_1, o22ai_1, a221oi_1",
        "synth_cell_type_count": 46,
        "yosysWarningCount": 26,
        "ys_area_um2": 1129,
        "ys_seq_share_pct": 0,
    },
    "place": {
        "gp_congestion": 0.8505,
        "dpl_cell_area_um2": 1760,
        "io_buffer_count": 51,
        "place_inst": 277,
        "dpl.hpwl_um": 2997,
    },
    "global_route": {
        "grt_max_degree": 13,
        "grt_pass1_vias": 1457,
        "antenna_found_initial": 0,
        "grt_usage_pct": 10.83,
        "overflow": 0,
        "grt_pass1_wl_um": 6196,
    },
    "drt": {
        "ant_nets": 0,
        "drc_errors": 0,
        "drt_wl_total_um": 3585,
        "viasPerCell": 4.859,
        "drtIter0Drc": 27,
        "vias": 1380,
        "diodes": 0,
        "first_pass_iters": 4,
        "avgRoutedWirePerCell_um": 12.62,
    },
    "power_and_ir_drop": {
        "internal_power_uw": 131.8,
        "comb_power_share_pct": 100.0,
        "switchingPower_uw": 105.9,
        "power_frac_seq_pct": 0,
        "clkPwrFrac_pct": 0,
        "p_per_area_nw_per_um2": 124.8,
        "vdd_drop_max_mv": 0.05013,
        "swShare_pct": 44.56,
        "p_leak_uw": 0.0009398,
    },
    "floorplan": {
        "rows": 21,
        "pin_count": 78,
        "die_w_um": 80,
        "die_area_um2": 6400,
        "initial_core_util_pct": 33.04,
        "dieHeight_um": 80,
        "core_area_um2": 3416,
    },
    "setup_path": {
        "crit_path_max_fanout": 3,
        "crit_chain": "clkdlybuf4s50_1 -> a221o_1 -> o21ai_2 -> o2111ai_4 -> a31oi_4 -> o22ai_2 -> buf_4 -> or2_4 -> a221o_1 -> buf_2",
        "timing.critical_path.buf_inv": 3,
        "critPathSlowestCell": "clkdlybuf4s50_1",
        "cp_data_arrival_time_ns": 2.80,
        "required_ns": 2.72,
        "critPathTopFamily": "AND-OR/OR-AND gates",
        "cp_slowest_stage_delay_ns": 0.44,
        "path_class": "primary input to primary output",
        "end_kind": "primary output",
        "cp-start-kind": "primary input",
        "worst_path_most_repeated_cell": "a221o_1",
    },
    "final_timing": {
        "layout_setup_ws_ns": -0.07504,
        "grt_setup_unrepaired": "true",
        "hold_viol_final": 0,
        "worst_hold_slack_ns": 2.050,
        "fin_tns_setup_ns": -0.07504,
        "finalClockPeriodUsage_pct": 102.2,
        "fmax_mhz": 287.8,
        "setup_violations": 1,
        "slew_violations": 0,
        "final.min_clock_period_ns": 3.475,
    },
    "finish": {
        "final_layout_size_suffix_gt1_share_pct": 37.82,
        "finalNonFillerCells": 284,
        "mostFrequentLayoutCell": "buf_4",
        "final-seq-area_um2": 0,
        "final_cell_mix": "buf_4, conb_1, dlygate4sd2_1, inv_1, o22ai_1",
        "seq_cells": 0,
        "final_area_um2": 1904,
        "syn_to_final_growth_pct": 68.74,
        "clockBufferCount": 0,
    },
    "clock_network": {
        "holdBufCountCts": 0,
    },
    "run": {
        "tool_warnings": 36,
        "drv_cap": 0,
    },
    "min_path": {
        "hp-start": "Bnegate",
        "whs_path_depth": 6,
        "worstHoldEndpoint": "Overflow",
        "min_path_type": "primary input to primary output",
    },
    "outcome": {
        "status": "finished with violations",
        "violations": "setup timing",
    },
}
-- Yosys cell counts (all sizes together) --
cell type	n
or2	4
o32ai	1
inv	24
o21a	1
clkbuf	3
a22o	1
o2111ai	1
a222oi	1
o221ai	8
a221oi	9
nand3	1
a221o	7
o21bai	2
o31ai	3
and3b	1
a21oi	5
or2b	2
buf	27
o221a	2
mux2i	1
nand2	4
o2bb2ai	1
conb	1
a211o	1
a31oi	3
xor2	3
o21ai	5
a211oi	4
and2b	3
nor2b	2
a2111o	1
o22ai	11
nand2b	3
nor3	2
nor2	8
-- how the worst max path moves through the flow --
| stage | startpoint | to | depth (start not counted) |
|---|---|---|---|
| 4_1_cts | Bnegate | Overflow | 11 |
| 5_1_grt | Bnegate | Overflow | 11 |
| 6_report | B24[7] | Overflow | 10 |
-- power groups by stage --
stage	sequential [µW]	combinational [µW]	clock [µW]
CTS	0	227	0
global route	0	263	0
finish	0	238	0
-- layout make-up --
type                            count  area, µm²
Fill cell                         312       1511
Tap cell                           46      57.56
Multi-Input combinational cell    126       1033
Inverter                           24      90.09
Timing Repair Buffer               88      723.2
-- repair_timing --
action                                  CTS  global route
endpoints found under the setup margin    2             2
setup buffers                             5             2
resized                                  92            30
pin swaps                                22            16
-- routing by layer --
| metal | part of all wire (%) | GRT usage [%] | vias up | wire (µm) |
|---|---|---|---|---|
| met4 | 0 | 0 | 0 | 0 |
| met3 | 5.6 | 1.818 | 0 | 199 |
| li1 | - | - | 716 | - |
| met2 | 52 | 20.71 | 33 | 1853 |
| met1 | 43 | 12.85 | 631 | 1532 |
| met5 | 0 | 0 | - | 0 |
-- stage by stage --
step | power (µW) | utilization (%) | setup WS [ns]
finish | 237.7 | 55.75 | -0.07504
global route | 263.0 | 55.75 | -0.1852
floorplan | 119.3 | - | 0.2574
CTS | 227.2 | 54.18 | -0.1230
detailed placement | 217.9 | 51.54 | -0.8298
global placement | 216.8 | 51.54 | -0.7933
-- cells by family after synthesis --
family | Yosys count | synth area share, %
AOI/OAI and AO/OA | 67 | 51.55
xor gates and xnor gates | 3 | 2.329
buffers and inverters | 54 | 30.27
muxes | 1 | 0.8870
other | 1 | 0.3323
and+or+nand+nor | 30 | 14.63
Power and IR drop assume default switching activity.
