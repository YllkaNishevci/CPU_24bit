==> config.mk <==
export PLATFORM = sky130hd
export DESIGN_NAME = Mbledhesi24bit
export DESIGN_NICKNAME = Mbledhesi24bit
export VERILOG_FILES = /design/flow/design.v
export SDC_FILE = /design/flow/constraint.sdc
export NUM_CORES = 4
export LEC_CHECK = 1
export CORE_AREA = 10 10 87 87
export DIE_AREA = 0 0 97 97
==> constraint.sdc <==
current_design Mbledhesi24bit

set clk_period 7.0
set clk_io_pct 0.2

create_clock -name clk0 -period $clk_period

set non_clock_inputs [all_inputs -no_clocks]
set_input_delay [expr $clk_period * $clk_io_pct] -clock clk0 $non_clock_inputs
set_output_delay [expr $clk_period * $clk_io_pct] -clock clk0 [all_outputs]
==> design.v <==
`timescale 1ns / 1ps
module Mbledhesi1bit(
   input A,
    input B,
    input CIN,
    output Shuma,
    output COUT
    );
    assign Shuma = A ^ B ^ CIN;
    assign COUT = CIN & A | CIN & B | A & B;
endmodule
`timescale 1ns / 1ps
module Mbledhesi24bit(
input [23:0] a,
input [23:0] b,
output [23:0] sum,
output carryout
    );
    wire [23:0] cout;
   Mbledhesi1bit mb0 (a[0],b[0],1'b0,sum[0],cout[0]); 
   Mbledhesi1bit mb1 (a[1],b[1],cout[0],sum[1],cout[1]); 
   Mbledhesi1bit mb2 (a[2],b[2],cout[1],sum[2],cout[2]); 
   Mbledhesi1bit mb3 (a[3],b[3],cout[2],sum[3],cout[3]); 
   Mbledhesi1bit mb4 (a[4],b[4],cout[3],sum[4],cout[4]); 
   Mbledhesi1bit mb5 (a[5],b[5],cout[4],sum[5],cout[5]); 
   Mbledhesi1bit mb6 (a[6],b[6],cout[5],sum[6],cout[6]); 
   Mbledhesi1bit mb7 (a[7],b[7],cout[6],sum[7],cout[7]); 
   Mbledhesi1bit mb8 (a[8],b[8],cout[7],sum[8],cout[8]); 
   Mbledhesi1bit mb9 (a[9],b[9],cout[8],sum[9],cout[9]); 
   Mbledhesi1bit mb10 (a[10],b[10],cout[9],sum[10],cout[10]); 
   Mbledhesi1bit mb11 (a[11],b[11],cout[10],sum[11],cout[11]); 
   Mbledhesi1bit mb12 (a[12],b[12],cout[11],sum[12],cout[12]); 
   Mbledhesi1bit mb13 (a[13],b[13],cout[12],sum[13],cout[13]); 
   Mbledhesi1bit mb14(a[14],b[14],cout[13],sum[14],cout[14]); 
   Mbledhesi1bit mb15(a[15],b[15],cout[14],sum[15],cout[15]); 
   Mbledhesi1bit mb16 (a[16],b[16],cout[15],sum[16],cout[16]); 
   Mbledhesi1bit mb17(a[17],b[17],cout[16],sum[17],cout[17]); 
   Mbledhesi1bit mb18 (a[18],b[18],cout[17],sum[18],cout[18]); 
   Mbledhesi1bit mb19 (a[19],b[19],cout[18],sum[19],cout[19]); 
   Mbledhesi1bit mb20 (a[20],b[20],cout[19],sum[20],cout[20]); 
   Mbledhesi1bit mb21 (a[21],b[21],cout[20],sum[21],cout[21]); 
   Mbledhesi1bit mb22(a[22],b[22],cout[21],sum[22],cout[22]); 
   Mbledhesi1bit mb23 (a[23],b[23],cout[22],sum[23],carryout); 
endmodule
==> run.sh <==
#!/bin/bash
# OpenROAD 26Q1-2900-gdf79404cd8, Yosys 0.63+post, stock flow scripts
make -C /OpenROAD-flow-scripts/flow DESIGN_CONFIG=/design/flow/config.mk WORK_HOME=/design/flow/orfs finish
==> Slide: Implementation Results <==
Key Metrics from the Run

Placement
  • Area after DPL: 1383 um^2
  • DPL Wire Length: around 2600 um
  • GPL Wtd Cong: around 0.85
  • Buffers on Ports: 73

Final layout
  • Post-Route Utilization: between 20% and 30%
  • Fillers: 604
  • Area Growth Syn to Fin: 97.21%
  • Clkbuf count: 0
  • Num sequential: 0
  • Storage cell area: 0 um^2
  • Design area: 1325 um^2
  • Layout cells sized above 1: around two fifths

Yosys
  • Yosys top cell by instances: buf_4
  • Post-synth top cells: buf_4, fa_1, inv_1
  • Cells in synth_stat.txt: 53
  • Post-synth seq share: 0%
  • Yosys stat chip area: 671.9 um^2
  • Top cells, area: fa_1, buf_4, inv_1, ha_1
  • Syn Inst Count: 53
  • Mapped Avg Cell Area: 12.68 um^2
  • Synth warn: 0
  • Top area contributor share: 68.53%
  • Distinct cell type count after synthesis: 4
  • Post-synthesis cell area: 671.9 um^2
  • Synth area leader: fa_1

Drt
  • Routed wire per std cell: 15.06 um
  • 1st-pass router iterations: 2
  • Residual DRC: 0
  • Iter 0 DRT Violations: 1
  • Antenna cell count: 0
  • Routed Antenna Nets: 0
  • Routed WL: about 2600 um
  • Vias per cell: 3.172
  • DR vias: 552

Die
  • Num rows: 27
  • Die X: 97 um
  • Die area: 9409 um^2
  • Die H: around 97 um
  • Starting Density: roughly an eighth
  • Core Area: approximately 5600 um^2
  • IO Pins: 73

Worst setup path
  • Setup CP Type: in -> out
  • Worst EP required: between 5 and 6 ns
  • CP max stage cell: fa_2
  • CP Depth: 28
  • CP dominant cell by count: fa_2
  • Setup crit start: a[0]
  • Crit path DAT: approximately 9.9 ns
  • Crit path capture: sum[23]
  • Max incr delay on CP: 0.41 ns
  • Setup crit start kind: primary input
  • Crit-path max FO: 1
  • Crit path capture type: primary output
  • Top delay family on crit path: adder cells
  • Worst path bufs/invs: 4

Power and ir drop
  • Switch share: between 30% and 40%
  • Psw: 0.00003192 W
  • Internal: 0.00007289 W
  • Sequential share of power: 0%
  • Combinational fraction of design power: 100.0%
  • Leakage dissipation: 0.4813 nW
  • P per Cell Area: 79.10 nW/um^2
  • Peak supply drop: 0.00002459 V
  • Clock power frac: 0%

Timing
  • Relative slew slack: 90.90%
  • Crit share post-route: 161.5%
  • Final min period: ~11 ns
  • F_max: 88.46 MHz
  • Slew @ Worst Pin: around 0.14 ns
  • Setup ws final: -4.304 ns
  • Slew Viols, Final: 0
  • RSZ-0062 raised after global routing: yes
  • Final-report hold violation count: 0
  • # setup viols final: 14

GRT
  • Initial antenna violation count: 0
  • First-pass GRT wire length: 4057 um
  • Vias in the first global route: about 710
  • Grt ovf: 0
  • All-Layer GR Usage: 5.402%
  • Largest net degree at the start of global routing: 2

Run status
  • Status: finished with violations
  • Failing checks: setup timing

Clocking
  • Postcts setup bufs: 0

Run
  • Log Warnings: 35
  • # Max-Cap Violations: 0

Hold path
  • HP Class: in -> out
layout by cell type (no fill, tap or decap), types with 3 or more instances in the layout:
cell	netlist	routed
buf_2	0	12
buf_6	0	3
clkdlybuf4s50_1	0	54
inv_1	5	4
fa_2	0	23
how the worst min path moves through the flow:
stage,from,endpoint,slack [ns],cells past startpoint
4_1_cts,b[0],sum[0],3.44,3
5_1_grt,b[0],sum[0],3.45,3
6_report,b[0],sum[0],3.44,3
through the flow:
stage | setup TNS, ns | power [W] | hold WS (ns) | instances | setup WS [ns]
after floorplan | -29.13 | 0.00005739 | 2.969 | 53 | -3.989
after global placement | -44.86 | 0.0001238 | 3.867 | 174 | -5.130
after detailed placement | -45.16 | 0.0001238 | 3.866 | 174 | -5.155
after CTS | -33.36 | 0.0001087 | 3.444 | 174 | -4.456
after global routing | -34.64 | 0.0001201 | 3.451 | 174 | -4.491
final | -32.66 | 0.0001048 | 3.436 | 174 | -4.304
routing by layer:
metal	vias to the layer above	share of wire (%)	global-route usage, %
li1	229	-	-
met1	253	41	6.808
met2	70	38	7.669
met3	0	20	4.083
met4	0	0	0
met5	-	0	0
final cells by class:
| cell class | instances | area, um^2 | area share, % |
|---|---|---|---|
| well taps | 72 | 90.09 | 6.799 |
| repair buffers | 73 | 673.1 | 50.80 |
| multi-input cells | 24 | 543.0 | 40.98 |
| inverters | 5 | 18.77 | 1.416 |
power groups by stage:
stage	clock network [W]	logic, W	registers, W
after global routing	0	0.000120	0
after CTS	0	0.000109	0
final	0	0.000105	0
repair_timing:
item / in CTS / in global routing
hold endpoints to repair: 0 / 0
endpoints found under the setup margin: 16 / 14
gates resized: 63 / 4
pin swaps: 0 / 0
hold buffers: 0 / 0
logic make-up after synthesis:
logic type / Yosys count / share of synthesized area (%)
adders and majority gates: 24 / 70.39
buffers and inverters: 29 / 29.61
Power and IR drop assume default switching activity.
